**flow/config.mk**
```make
export PLATFORM = sky130hd
export DESIGN_NAME = ALU8bit
export DESIGN_NICKNAME = ALU8bit
export VERILOG_FILES = /design/flow/design.v
export SDC_FILE = /design/flow/constraint.sdc
export NUM_CORES = 4
export LEC_CHECK = 1
export CORE_UTILIZATION = 30
```
**flow/constraint.sdc**
```tcl
current_design ALU8bit

set clk_period 11.3
set clk_io_pct 0.2

create_clock -name clk0 -period $clk_period [get_ports {clk}]

set non_clock_inputs [all_inputs -no_clocks]
set_input_delay [expr $clk_period * $clk_io_pct] -clock clk0 $non_clock_inputs
set_output_delay [expr $clk_period * $clk_io_pct] -clock clk0 [all_outputs]
```
**flow/design.v**
```verilog
module ALU8bit(input clk, input [3:0] Op,
					input [7:0] a, input [7:0] b,
					output reg [7:0] result, output reg [15:0] product,
					output OF, output zero, output slt);
wire [7:0] invResult, andResult, orResult; 
wire [7:0] sll, srl, sla, sra, rl, rr;
wire [7:0] arithmetic; wire [15:0] netProduct;
wire Binv, c0, CarryOut;
assign Binv = (Op == 4'b1010) ? 1'b1 : 1'b0;
assign c0 = (Op == 4'b1010) ? 1'b1 : 1'b0;
assign invResult = ~a;
assign andResult = a & b;
assign orResult = a | b;
shift_left_logic SLL(.a(a), .b(b), .r(sll));
shift_right_logic SRL(.a(a), .b(b), .r(srl));
shift_left_arithmetic SLA(.a(a), .b(b), .r(sla));
shift_right_arithmetic SRA(.a(a), .b(b), .r(sra));
rotate_left RL(.a(a), .b(b[2:0]), .r(rl));
rotate_right RR(.a(a), .b(b[2:0]), .r(rr));
adder8bit A80(.a(a), .b(b), .c0(c0), .Binv(Binv), .Sum(arithmetic), .Carry(CarryOut));
Multiply M0(.a_in(a), .b_in(b), .product(netProduct));
Overflow OV(.Binv(Binv), .c0(c0), .a(a[7]), .b(b[7]), .CarryOut(CarryOut), .OF(OF));
assign zero = ((result == 8'b0) && (!OF)) ? 1'b1 : 1'b0;
assign slt = result[7] & Binv & c0 & (~OF);
always @(posedge clk) begin
	case(Op)
		4'b0000:begin  
			result <= invResult;
			product <= 16'b0;
		end
		4'b0001:begin  
			result <= andResult;
			product <= 16'b0;
		end
		4'b0010:begin  
			result <= orResult;
			product <= 16'b0;
		end
		4'b0011:begin  
			result <= sll;
			product <= 16'b0;
		end
		4'b0100:begin  
			result <= srl;
			product <= 16'b0;
		end
		4'b0101:begin  
			result <= sla;
			product <= 16'b0;
		end
		4'b0110:begin  
			result <= sra;
			product <= 16'b0;
		end
		4'b0111:begin  
			result <= rl;
			product <= 16'b0;
		end
		4'b1000:begin  
			result <= rr;
			product <= 16'b0;
		end
		4'b1001:begin  
			result <= arithmetic;
			product <= 16'b0;
		end
		4'b1010:begin  
			result <= arithmetic;
			product <= 16'b0;
		end
		4'b1011:begin  
			product <= netProduct;
			result <= 8'b0;
		end
		default:begin  
			result <= 8'b0;
			product <= 16'b0;
		end
	endcase
end
endmodule
module Multiply(input [7:0] a_in, input [7:0] b_in, output [15:0] product);
wire [7:0] net00, net01, net10, net11, net20, net21, net30, net31;
wire [7:0] net40, net41, net50, net51, net60, net61, net70, net71;
wire check;
assign check = a_in[7] ^ b_in[7];
wire [7:0] a1, b1; 
wire [7:0] a2, b2; 
wire check_a, check_b;
wire [7:0] a, b;
assign a1 = ~a_in;
assign b1 = ~b_in;
assign check_a = a_in[7];
assign check_b = b_in[7];
adder8bit IN_TC0(.a(a1), .b(8'b00000001), .c0(1'b0), .Binv(1'b0), .Sum(a2), .Carry());
adder8bit IN_TC1(.a(b1), .b(8'b00000001), .c0(1'b0), .Binv(1'b0), .Sum(b2), .Carry());
assign a = (check_a) ? (a2) : a_in;
assign b = (check_b) ? (b2) : b_in;
assign net00[0] = a[0] & b[0];
assign net00[1] = a[1] & b[0];
assign net00[2] = a[2] & b[0];
assign net00[3] = a[3] & b[0];
assign net00[4] = a[4] & b[0];
assign net00[5] = a[5] & b[0];
assign net00[6] = a[6] & b[0];
assign net00[7] = a[7] & b[0];
assign net01[0] = a[7] & b[1];
assign net01[1] = a[7] & b[2];
assign net01[2] = a[7] & b[3];
assign net01[3] = a[7] & b[4];
assign net01[4] = a[7] & b[5];
assign net01[5] = a[7] & b[6];
assign net01[6] = a[7] & b[7];
assign net01[7] = 1'b0;
assign net10[0] = 1'b0;
assign net10[1] = a[0] & b[1];
assign net10[2] = a[1] & b[1];
assign net10[3] = a[2] & b[1];
assign net10[4] = a[3] & b[1];
assign net10[5] = a[4] & b[1];
assign net10[6] = a[5] & b[1];
assign net10[7] = a[6] & b[1];
assign net11[0] = a[6] & b[2];
assign net11[1] = a[6] & b[3];
assign net11[2] = a[6] & b[4];
assign net11[3] = a[6] & b[5];
assign net11[4] = a[6] & b[6];
assign net11[5] = a[6] & b[7];
assign net11[6] = 1'b0;
assign net11[7] = 1'b0;
assign net20[0] = 1'b0;
assign net20[1] = 1'b0;
assign net20[2] = a[0] & b[2];
assign net20[3] = a[1] & b[2];
assign net20[4] = a[2] & b[2];
assign net20[5] = a[3] & b[2];
assign net20[6] = a[4] & b[2];
assign net20[7] = a[5] & b[2];
assign net21[0] = a[5] & b[3];
assign net21[1] = a[5] & b[4];
assign net21[2] = a[5] & b[5];
assign net21[3] = a[5] & b[6];
assign net21[4] = a[5] & b[7];
assign net21[5] = 1'b0;
assign net21[6] = 1'b0;
assign net21[7] = 1'b0;
assign net30[0] = 1'b0;
assign net30[1] = 1'b0;
assign net30[2] = 1'b0;
assign net30[3] = a[0] & b[3];
assign net30[4] = a[1] & b[3];
assign net30[5] = a[2] & b[3];
assign net30[6] = a[3] & b[3];
assign net30[7] = a[4] & b[3];
assign net31[0] = a[4] & b[4];
assign net31[1] = a[4] & b[5];
assign net31[2] = a[4] & b[6];
assign net31[3] = a[4] & b[7];
assign net31[4] = 1'b0;
assign net31[5] = 1'b0;
assign net31[6] = 1'b0;
assign net31[7] = 1'b0;
assign net40[0] = 1'b0;
assign net40[1] = 1'b0;
assign net40[2] = 1'b0;
assign net40[3] = 1'b0;
assign net40[4] = a[0] & b[4];
assign net40[5] = a[1] & b[4];
assign net40[6] = a[2] & b[4];
assign net40[7] = a[3] & b[4];
assign net41[0] = a[3] & b[5];
assign net41[1] = a[3] & b[6];
assign net41[2] = a[3] & b[7];
assign net41[3] = 1'b0;
assign net41[4] = 1'b0;
assign net41[5] = 1'b0;
assign net41[6] = 1'b0;
assign net41[7] = 1'b0;
assign net50[0] = 1'b0;
assign net50[1] = 1'b0;
assign net50[2] = 1'b0;
assign net50[3] = 1'b0;
assign net50[4] = 1'b0;
assign net50[5] = a[0] & b[5];
assign net50[6] = a[1] & b[5];
assign net50[7] = a[2] & b[5];
assign net51[0] = a[2] & b[6];
assign net51[1] = a[2] & b[7];
assign net51[2] = 1'b0;
assign net51[3] = 1'b0;
assign net51[4] = 1'b0;
assign net51[5] = 1'b0;
assign net51[6] = 1'b0;
assign net51[7] = 1'b0;
assign net60[0] = 1'b0;
assign net60[1] = 1'b0;
assign net60[2] = 1'b0;
assign net60[3] = 1'b0;
assign net60[4] = 1'b0;
assign net60[5] = 1'b0;
assign net60[6] = a[0] & b[6];
assign net60[7] = a[1] & b[6];
assign net61[0] = a[1] & b[7];
assign net61[1] = 1'b0;
assign net61[2] = 1'b0;
assign net61[3] = 1'b0;
assign net61[4] = 1'b0;
assign net61[5] = 1'b0;
assign net61[6] = 1'b0;
assign net61[7] = 1'b0;
assign net70[0] = 1'b0;
assign net70[1] = 1'b0;
assign net70[2] = 1'b0;
assign net70[3] = 1'b0;
assign net70[4] = 1'b0;
assign net70[5] = 1'b0;
assign net70[6] = 1'b0;
assign net70[7] = a[0] & b[7];
assign net71[0] = 1'b0;
assign net71[1] = 1'b0;
assign net71[2] = 1'b0;
assign net71[3] = 1'b0;
assign net71[4] = 1'b0;
assign net71[5] = 1'b0;
assign net71[6] = 1'b0;
assign net71[7] = 1'b0;
wire [7:0] add0Result, add1Result, add2Result, add3Result, add4Result, add5Result, add6Result, add7Result;
wire [7:0] add8Result, add9Result, add10Result, add11Result, add12Result, add13Result;
wire carry0, carry1, carry2, carry3, carry4, carry5, carry6;
adder8bit ADD0(.a(net00), .b(net10), .c0(1'b0), .Binv(1'b0), .Sum(add0Result), .Carry(carry0));
adder8bit ADD1(.a(net20), .b(net30), .c0(1'b0), .Binv(1'b0), .Sum(add1Result), .Carry(carry1));
adder8bit ADD2(.a(net40), .b(net50), .c0(1'b0), .Binv(1'b0), .Sum(add2Result), .Carry(carry2));
adder8bit ADD3(.a(net60), .b(net70), .c0(1'b0), .Binv(1'b0), .Sum(add3Result), .Carry(carry3));
adder8bit ADD4(.a(net01), .b(net11), .c0(carry0), .Binv(1'b0), .Sum(add4Result), .Carry());
adder8bit ADD5(.a(net21), .b(net31), .c0(carry1), .Binv(1'b0), .Sum(add5Result), .Carry());
adder8bit ADD6(.a(net41), .b(net51), .c0(carry2), .Binv(1'b0), .Sum(add6Result), .Carry());
adder8bit ADD7(.a(net61), .b(net71), .c0(carry3), .Binv(1'b0), .Sum(add7Result), .Carry());
adder8bit ADD8(.a(add0Result), .b(add1Result), .c0(1'b0), .Binv(1'b0), .Sum(add8Result), .Carry(carry4));
adder8bit ADD9(.a(add2Result), .b(add3Result), .c0(1'b0), .Binv(1'b0), .Sum(add9Result), .Carry(carry5));
adder8bit ADD10(.a(add4Result), .b(add5Result), .c0(carry4), .Binv(1'b0), .Sum(add10Result), .Carry());
adder8bit ADD11(.a(add6Result), .b(add7Result), .c0(carry5), .Binv(1'b0), .Sum(add11Result), .Carry());
adder8bit ADD12(.a(add8Result), .b(add9Result), .c0(1'b0), .Binv(1'b0), .Sum(add12Result), .Carry(carry6));
adder8bit ADD13(.a(add10Result), .b(add11Result), .c0(carry6), .Binv(1'b0), .Sum(add13Result), .Carry());
wire [7:0] add12Result_1, add12Result_2;
wire [7:0] add13Result_1, add13Result_2;
wire carry7;
assign add12Result_1 = ~add12Result;
assign add13Result_1 = ~add13Result;
adder8bit OUT_TC0(.a(add12Result_1), .b(8'b00000001), .c0(1'b0), .Binv(1'b0), .Sum(add12Result_2), .Carry(carry7));
adder8bit OUT_TC1(.a(add13Result_1), .b(8'b0), .c0(carry7), .Binv(1'b0), .Sum(add13Result_2), .Carry());
assign product[7:0] = (check) ? add12Result_2 : add12Result;
assign product[15:8] = (check) ? add13Result_2 : add13Result;
endmodule
module Overflow(input Binv, input c0, input a, input b, input CarryOut, output OF);
wire a1, b1, Binv1, c01;
assign a1 = ~a; assign b1 = ~b; assign Binv1 = ~Binv; assign c01 = ~c0;
assign OF = CarryOut & ((a1 & b1 & c01 & Binv1) | (a1 & b & c0 & Binv) | (a & b & c01 & Binv1) | (a & b1 & c0 & Binv));
endmodule
module adder8bit(input [7:0] a, input [7:0] b, input c0, input Binv,
					  output [7:0] Sum, output Carry);
wire [1:0] P;
wire [1:0] G;
wire Carry1;
wire Carry2;
adder4bit A40(.a(a[3:0]), .b(b[3:0]), .CI(c0), .Binv(Binv), .result(Sum[3:0]), .P_out(P[0]), .G_out(G[0]));
CarryIn1 C1(.g0(G[0]), .p0(P[0]), .c0(c0), .c1(Carry1));
adder4bit A41(.a(a[7:4]), .b(b[7:4]), .CI(Carry1), .Binv(Binv), .result(Sum[7:4]), .P_out(P[1]), .G_out(G[1]));
CarryIn2 C2(.g(G[1:0]), .p(P[1:0]), .c0(c0), .c2(Carry2));
assign Carry = Carry2;
endmodule
module adder4bit(input [3:0] a, input [3:0] b, input CI, input Binv,
					  output [3:0]result, output P_out, output G_out);
wire [3:0] bInv;					  
wire [3:0] net_g;
wire [3:0] net_p;
wire c1, c2, c3, c4;
wire [3:0] net_result;
wire netP, netG;
assign bInv = (Binv) ? ~b : b;
_generate _G0(.ai(a[0]), .bi(bInv[0]), .gi(net_g[0]));
_generate _G1(.ai(a[1]), .bi(bInv[1]), .gi(net_g[1]));
_generate _G2(.ai(a[2]), .bi(bInv[2]), .gi(net_g[2]));
_generate _G3(.ai(a[3]), .bi(bInv[3]), .gi(net_g[3]));
_propagate _P0(.ai(a[0]), .bi(bInv[0]), .pi(net_p[0]));
_propagate _P1(.ai(a[1]), .bi(bInv[1]), .pi(net_p[1]));
_propagate _P2(.ai(a[2]), .bi(bInv[2]), .pi(net_p[2]));
_propagate _P3(.ai(a[3]), .bi(bInv[3]), .pi(net_p[3]));
CarryIn1 _CI1(.g0(net_g[0]), .p0(net_p[0]), .c0(CI), .c1(c1));
CarryIn2 _CI2(.g(net_g[1:0]), .p(net_p[1:0]), .c0(CI), .c2(c2));
CarryIn3 _CI3(.g(net_g[2:0]), .p(net_p[2:0]), .c0(CI), .c3(c3));
Propagate P0(.p(net_p[3:0]), .P(netP));
Generate G0(.g(net_g[3:0]), .p(net_p[3:0]), .G(netG));
adder1bit A10(.a(a[0]), .b(bInv[0]), .ci(CI), .result(net_result[0]));
adder1bit A11(.a(a[1]), .b(bInv[1]), .ci(c1), .result(net_result[1]));
adder1bit A12(.a(a[2]), .b(bInv[2]), .ci(c2), .result(net_result[2]));
adder1bit A13(.a(a[3]), .b(bInv[3]), .ci(c3), .result(net_result[3]));
assign result = net_result; assign P_out = netP; assign G_out = netG;
endmodule
module _generate(input ai, input bi, output gi);
	assign gi = ai & bi;
endmodule
module _propagate(input ai, input bi, output pi);
	assign pi = ai | bi;
endmodule
module CarryIn1(input g0, input p0, input c0, output c1);
	assign c1 = g0 | (p0 & c0);
endmodule
module CarryIn2(input [1:0] g, input [1:0] p, input c0, output c2);
	assign c2 = g[1] | (p[1] & g[0]) | (p[1] & p[0] & c0);
endmodule
module CarryIn3(input [2:0] g, input [2:0] p, input c0, output c3);
	assign c3 = g[2] | (p[2] & g[1]) | (p[2] & p[1] & g[0]) | (p[2] & p[1] & p[0] & c0);
endmodule
module CarryIn4(input [3:0] g, input [3:0] p, input c0, output c4);
	assign c4 = g[3] | (p[3] & g[2]) | (p[3] & p[2] & g[1]) | (p[3] & p[2] & p[1] & g[0]) | (p[3] & p[2] & p[1] & p[0] & c0);
endmodule
module Propagate(input [3:0] p, output P);
	assign P = p[3] & p[2] & p[1] & p[0];
endmodule
module Generate(input [3:0] g, input [3:0] p, output G);
	assign G = g[3] | (p[2] & g[2]) | (p[3] & p[2] & g[1]) | (p[3] & p[2] & p[1] & g[0]);
endmodule
module adder1bit(input a, input b,  
					  input ci,
					  output result);
	assign result = a ^ b ^ ci;
endmodule
module rotate_left(input [7:0] a, input [2:0] b, output [7:0] r);
assign r[7:0] = (b == 3'd0) ? a :
					 (b == 3'd1) ? {a[6:0], a[7]} :
			       (b == 3'd2) ? {a[5:0], a[7:6]} :
			       (b == 3'd3) ? {a[4:0], a[7:5]} :
			       (b == 3'd4) ? {a[3:0], a[7:4]} :
			       (b == 3'd5) ? {a[2:0], a[7:3]} :
			       (b == 3'd6) ? {a[1:0], a[7:2]} : {a[0], a[7:1]};
endmodule
module rotate_right(input [7:0] a, input [2:0] b, output [7:0] r);
assign r[7:0] = (b == 3'd0) ? a :
					 (b == 3'd1) ? {a[0], a[7:1]} :
					 (b == 3'd2) ? {a[1:0], a[7:2]} :
					 (b == 3'd3) ? {a[2:0], a[7:3]} :
					 (b == 3'd4) ? {a[3:0], a[7:4]} :
					 (b == 3'd5) ? {a[4:0], a[7:5]} :
					 (b == 3'd6) ? {a[5:0], a[7:6]} : {a[6:0], a[7]};
endmodule
module shift_left_arithmetic(input [7:0] a, input [7:0] b, output [7:0] r);
assign r[7:0] = (b == 8'd0) ? a : 
					 (b == 8'd1) ? {a[7], a[5:0], 1'b0} :
					 (b == 8'd2) ? {a[7], a[4:0], 2'b0} :
					 (b == 8'd3) ? {a[7], a[3:0], 3'b0} :
					 (b == 8'd4) ? {a[7], a[2:0], 4'b0} :
					 (b == 8'd5) ? {a[7], a[1:0], 5'b0} :
					 (b == 8'd6) ? {a[7], a[0], 6'b0} : {a[7], 7'b0};
endmodule
module shift_left_logic(input [7:0] a, input [7:0] b, output [7:0] r);
assign r[7:0] = (b == 8'd0) ? a : 
					 (b == 8'd1) ? {a[6:0], 1'b0} :
					 (b == 8'd2) ? {a[5:0], 2'b0} :
					 (b == 8'd3) ? {a[4:0], 3'b0} :
					 (b == 8'd4) ? {a[3:0], 4'b0} :
					 (b == 8'd5) ? {a[2:0], 5'b0} :
					 (b == 8'd6) ? {a[1:0], 6'b0} : 
					 (b == 8'd7) ? {a[0], 7'b0} : 8'b0;
endmodule
module shift_right_arithmetic(input [7:0] a, input [7:0] b, output [7:0] r);
assign r[7:0] = (b == 8'd0) ? a : 
					 (b == 8'd1) ? {a[7], a[7:1]} :
					 (b == 8'd2) ? {a[7], a[7], a[7:2]} :
					 (b == 8'd3) ? {a[7], a[7], a[7], a[7:3]} :
					 (b == 8'd4) ? {a[7], a[7], a[7], a[7], a[7:4]} :
					 (b == 8'd5) ? {a[7], a[7], a[7], a[7], a[7], a[7:5]} :
					 (b == 8'd6) ? {a[7], a[7], a[7], a[7], a[7], a[7], a[7:6]} : {a[7], a[7], a[7], a[7], a[7], a[7], a[7], a[7]};
endmodule
module shift_right_logic(input [7:0] a, input [7:0] b, output [7:0] r);
assign r[7:0] = (b == 8'd0) ? a : 
					 (b == 8'd1) ? {1'b0, a[7:1]} :
					 (b == 8'd2) ? {2'b0, a[7:2]} :
					 (b == 8'd3) ? {3'b0, a[7:3]} :
					 (b == 8'd4) ? {4'b0, a[7:4]} :
					 (b == 8'd5) ? {5'b0, a[7:5]} :
					 (b == 8'd6) ? {6'b0, a[7:6]} : 
					 (b == 8'd7) ? {7'b0, a[7]} : 8'b0;
endmodule
```
**flow/run.sh**
```bash
#!/bin/bash
# OpenROAD 26Q1-2900-gdf79404cd8, Yosys 0.63+post, stock flow scripts
make -C /OpenROAD-flow-scripts/flow DESIGN_CONFIG=/design/flow/config.mk WORK_HOME=/design/flow/orfs finish
```
==> flow_results.xml <==
<?xml version="1.0" encoding="UTF-8"?>
<metrics>
  <group name="flow_run">
    <metric name="log.warning_count" unit="">105</metric>
    <metric name="drv.max_cap_violation_count" unit="">0</metric>
  </group>
  <group name="layout">
    <metric name="final-comb-area" unit="sq um">6083</metric>
    <metric name="drive_gt1_frac" unit="">0.04323</metric>
    <metric name="syn_to_final_growth" unit="%">12.15</metric>
    <metric name="fillCellCount" unit="">2524</metric>
    <metric name="total_area_of_sequential_cells" unit="sq um">480.5</metric>
  </group>
  <group name="synthesis">
    <metric name="edf_count" unit="">0</metric>
    <metric name="post_synth.cell_area_avg" unit="sq um">7.043</metric>
    <metric name="predominant_post_synthesis_flop_cell" unit="">dfxtp_1</metric>
    <metric name="synth_top_area_share" unit="">0.2348</metric>
    <metric name="synth_cell_types" unit="">78</metric>
    <metric name="yosys.cell_count.top_type" unit="">ha_1</metric>
    <metric name="postSynthSeqShare" unit="">0.06630</metric>
    <metric name="ys_area" unit="sq um">7247</metric>
    <metric name="postSynthRegisterBits" unit="">24</metric>
    <metric name="number_of_warnings_issued_by_yosys" unit="">1</metric>
    <metric name="synthDominantAreaCellType" unit="">ha_1</metric>
    <metric name="synthTopCellsByCount" unit="">ha_1, inv_1, nor2_1</metric>
    <metric name="async_reset_ff_frac" unit="">0</metric>
    <metric name="cell_total_in_the_yosys_stat_output" unit="">1029</metric>
    <metric name="syn-instance-count" unit="">1029</metric>
    <metric name="ys_top_cells_by_area" unit="">ha_1, inv_1, dfxtp_1</metric>
    <metric name="netlist_area" unit="sq um">7247</metric>
  </group>
  <group name="setup_path">
    <metric name="path_class" unit="">in2reg</metric>
    <metric name="end_kind" unit="">register</metric>
    <metric name="critPathMaxFanout" unit="">11</metric>
    <metric name="crit_path_start_kind" unit="">primary input</metric>
    <metric name="cp.arrival" unit="ps">10180</metric>
    <metric name="worst-endpoint-required" unit="ps">11480</metric>
    <metric name="timing.critical_path.from" unit="">b[0]</metric>
  </group>
  <group name="pwr">
    <metric name="vdd_drop_max" unit="mV">0.08546</metric>
    <metric name="ratio_of_total_power_to_cell_area" unit="nW/um^2">103.1</metric>
    <metric name="power" unit="mW">0.8383</metric>
    <metric name="power.static_leakage" unit="nW">3.853</metric>
  </group>
  <group name="floorplanning">
    <metric name="die_height" unit="microns">157.4</metric>
    <metric name="num_io_pins" unit="">48</metric>
    <metric name="initCoreUtil" unit="">0.3069</metric>
    <metric name="die_outline_area" unit="sq um">24780</metric>
    <metric name="die_width" unit="microns">157.4</metric>
    <metric name="core_area" unit="sq um">23610</metric>
    <metric name="fp-row-count" unit="">56</metric>
  </group>
  <group name="clocking">
    <metric name="cts.sinks" unit="">24</metric>
    <metric name="clock_root_buffer_master" unit="">clkbuf_16</metric>
    <metric name="post_cts_setup_repair_buffer_count" unit="">0</metric>
    <metric name="cts_tree" unit="">built</metric>
    <metric name="cts_max_level" unit="">1</metric>
    <metric name="clock_buffers_created_by_tritoncts" unit="">3</metric>
    <metric name="holdBufCountCts" unit="">0</metric>
    <metric name="max-clock-path-buffers" unit="">2</metric>
    <metric name="clkSlewWorstSetupHoldPaths" unit="ps">70</metric>
    <metric name="post_cts_sizing" unit="">0</metric>
  </group>
  <group name="status">
    <metric name="run_status" unit="">complete, no violations</metric>
  </group>
  <group name="sta">
    <metric name="final_max_slew_viol_count" unit="">0</metric>
    <metric name="fin_crit" unit="ps">9997</metric>
    <metric name="fmaxAchievable" unit="MHz">100.0</metric>
    <metric name="postLayoutSetupSlackWorst" unit="ps">1303</metric>
    <metric name="timing.slew.headroom" unit="">0.3924</metric>
    <metric name="setup-tns-final" unit="ps">0</metric>
    <metric name="period_used_share" unit="">0.8847</metric>
    <metric name="timing.final.setup_violations" unit="">0</metric>
    <metric name="timing.final.hold_violations" unit="">0</metric>
    <metric name="worst_slew_pin_slew" unit="ps">903.1</metric>
    <metric name="rsz0062_at_grt" unit="">no</metric>
  </group>
  <group name="place">
    <metric name="detailedPlacementHpwl" unit="microns">17150</metric>
    <metric name="placement.setup.worst_slack" unit="ps">1108</metric>
    <metric name="port-buffer-count" unit="">47</metric>
    <metric name="globalplace.congestion" unit="">0.9616</metric>
  </group>
  <group name="route">
    <metric name="drt_pass1_iterations" unit="">7</metric>
    <metric name="final_antenna_net_count" unit="">0</metric>
    <metric name="count_of_inserted_antenna_diode_cells" unit="">0</metric>
    <metric name="drt_wl_total" unit="microns">21510</metric>
    <metric name="routed_length_per_instance" unit="microns">15.81</metric>
    <metric name="viasPerCell" unit="">5.163</metric>
    <metric name="route.detailed.drc" unit="">0</metric>
    <metric name="routed-via-count" unit="">7021</metric>
    <metric name="drt_iter0_markers" unit="">619</metric>
  </group>
  <group name="global_routing">
    <metric name="pin_count_of_the_biggest_net_entering_global_routing" unit="">29</metric>
    <metric name="wire_length_of_the_first_global_routing_pass" unit="microns">34600</metric>
    <metric name="grt_remaining_overflow" unit="">0</metric>
    <metric name="first_global_vias" unit="">6622</metric>
    <metric name="groute.usage.overall" unit="">0.1805</metric>
    <metric name="initial_antenna_violation_count" unit="">0</metric>
  </group>
  <group name="worst_hold_path">
    <metric name="hp-class" unit="">in2reg</metric>
    <metric name="timing.hold.worst.start" unit="">a[5]</metric>
  </group>
</metrics>
==> metal layers <==
| metal | wire, microns | global-route usage | vias to the layer above |
|---|---|---|---|
| li1 | - | - | 3528 |
| met1 | 9933 | 0.2544 | 3223 |
| met2 | 9916 | 0.2996 | 240 |
| met3 | 1263 | 0.02103 | 30 |
| met4 | 394 | 0.03236 | 0 |
| met5 | 0 | 0 | - |
==> sequential cells by signal, summed over array words and instances, names as in the netlist <==
register / cells
result: 8
product: 16
==> placed cells by master (no fill, tap or decap), types with 10 or more instances in the layout <==
| master | n |
|---|---|
| ha_1 | 136 |
| inv_1 | 129 |
| nor2_1 | 113 |
| nand2_1 | 104 |
| a21oi_1 | 84 |
| clkdlybuf4s50_1 | 47 |
| xnor2_1 | 42 |
| o21ai_0 | 33 |
| xor2_1 | 28 |
| a211oi_1 | 24 |
| dfxtp_1 | 24 |
| o221ai_1 | 20 |
| nor3_1 | 17 |
| fa_1 | 16 |
| nand3_1 | 15 |
| buf_4 | 13 |
| nor2b_1 | 12 |
| nand2b_1 | 12 |
| o31ai_1 | 11 |
| nor4_1 | 10 |
| a21o_1 | 10 |
==> power breakdown <==
| part | switching [mW] | leakage, nW | internal (mW) | total, mW |
|---|---|---|---|---|
| Clock | 0.0324 | 0.0511 | 0.0705 | 0.103 |
| Combinational | 0.362 | 3.61 | 0.277 | 0.639 |
| Sequential | 0.00331 | 0.196 | 0.0931 | 0.0965 |
| Total | 0.398 | 3.85 | 0.440 | 0.838 |
==> layout make-up <==
type	count	share of cell area
clock buffer	3	0.009236
clock inverter	1	0.003695
inverter	131	0.06050
multi-input combinational	822	0.7485
sequential	24	0.05911
tap	319	0.04911
timing repair buffer	60	0.06989
==> stage by stage <==
stage          hold slack (ps)    util  std cells  cell area, sq um
2_1_floorplan             2518       -       1030              7251
4_1_cts                   2901  0.3442       1360              8128
6_report                  2904  0.3442       1360              8128
3_3_place_gp              2922  0.3398       1356              8023
5_1_grt                   2908  0.3442       1360              8128
3_5_place_dp              2915  0.3398       1356              8023
==> cells by family (layout without fill, tap and decap cells) <==
kind of cell | count (synthesis) | after routing | share of synthesized area
muxes | 7 | 7 | 0.009841
buffers and inverters | 184 | 195 | 0.09565
adders and majority gates | 154 | 154 | 0.2818
DFF | 24 | 24 | 0.06630
and+or+nand+nor | 321 | 321 | 0.2011
other | 2 | 3 | 0.001036
AOI/OAI and AO/OA | 264 | 264 | 0.2505
xor gates and xnor gates | 73 | 73 | 0.09375
==> path summary, 6_finish.rpt <==
check | end | depth (start not counted)
max | product[14] | 28
min | result[5] | 4
==> worst max-delay path, stage by stage <==
cell and delay [ps]:
clkdlybuf4s50_1 720, clkinv_1 410, ha_1 410, nand2_1 50, a21boi_0 230, or2_2 400, ha_1 200, or4b_1 580
a311oi_2 440, a211o_1 210, fa_1 480, ha_1 230, a21oi_1 150, nand2_1 70, o21a_1 210, maj3_1 370
xnor2_1 200, ha_1 200, a211oi_1 50, a21oi_1 230, nand2_1 100, fa_1 380, xor2_1 230, nand2_1 80
o41a_1 510, xnor3_4 460, xor2_1 170, nor2_1 110
Power is estimated from default activity; no workload was simulated.
